File: flow/config.mk
export PLATFORM = sky130hd
export DESIGN_NAME = SPISlave
export DESIGN_NICKNAME = SPISlave
export VERILOG_FILES = /design/flow/design.v
export SDC_FILE = /design/flow/constraint.sdc
export NUM_CORES = 4
export LEC_CHECK = 1
export CORE_UTILIZATION = 50
File: flow/constraint.sdc
current_design SPISlave

set clk_period 4.8
set clk_io_pct 0.2

create_clock -name clk0 -period $clk_period [get_ports {clk}]

set non_clock_inputs [all_inputs -no_clocks]
set_input_delay [expr $clk_period * $clk_io_pct] -clock clk0 $non_clock_inputs
set_output_delay [expr $clk_period * $clk_io_pct] -clock clk0 [all_outputs]
File: flow/design.v
module SimplePWM(
	input clk,
	input [11:0] PWM_in,
	output PWM_out
);
	reg [11:0] cnt;
	always @(posedge clk) begin
		cnt <= cnt + 1;   
	end
	assign PWM_out = (PWM_in > cnt);   
endmodule
module SPISlave #(parameter DATA_BITS = 21)(
	input clk,
	input sck,
	input cs,
	input mosi,
	output miso,
	output wire [(DATA_BITS - 1):0] received_data
);
	reg [2:0] sck_reg;
	reg [2:0] cs_reg;
	reg [1:0] mosi_reg;
	reg [(DATA_BITS - 1):0] miso_ii;
	reg [(DATA_BITS - 1):0] data;
	reg [(DATA_BITS - 1):0] _received_data;
	wire cs_active = (!cs_reg[1]);
	wire cs_becoming_active = (cs_reg[2:1] == 2'b10);
	wire cs_becoming_inactive = (cs_reg[2:1] == 2'b01);
	wire sck_rising_edge = (sck_reg[2:1] == 2'b01);
	wire sck_falling_edge = (sck_reg[2:1] == 2'b10);
	always @(posedge clk) begin
		sck_reg <= {sck_reg[1:0], sck};
		cs_reg <= {cs_reg[1:0], cs};
		mosi_reg <= {mosi_reg[0], mosi};
		if (cs_becoming_active) begin
			data <= 0;
			miso_ii <= 0;
		end
		if (cs_becoming_inactive) begin
			_received_data <= data;
			miso_ii <= 0;
		end
		if (cs_active && sck_falling_edge) begin
			miso_ii <= miso_ii + 1;
			if (miso_ii > (DATA_BITS - 1)) begin
				miso_ii <= 0;
			end
		end
		if (cs_active && sck_rising_edge) begin
			data <= {data[(DATA_BITS - 2):0], mosi_reg[1]};
		end
	end
	assign received_data = _received_data;
	assign miso = _received_data[(DATA_BITS - 1) - miso_ii];
endmodule
module ledpi_fpga (
	inout pin1,
	inout pin2,
	inout pin3_sn,
	inout pin4_mosi,
	inout pin5,
	inout pin6,
	inout pin7_done,
	inout pin8_pgmn,
	inout pin9_jtgnb,
	inout pin10_sda,
	inout pin11_scl,
	inout pin16,
	inout pin17,
	inout pin18_cs,
	inout pin19_sclk,
	inout pin20_miso,
	inout pin21,
	inout pin22
);
	wire clk;
	OSCH #(
		.NOM_FREQ("44.33")
	) internal_oscillator_inst (
		.STDBY(1'b0),
		.OSC(clk)
	);
	reg m_R1 = 0;
	reg m_G1 = 0;
	reg m_B1 = 0;
	reg m_R2 = 0;
	reg m_G2 = 0;
	reg m_B2 = 0;
	reg m_A = 0;
	reg m_B = 0;
	reg m_C = 0;
	reg m_D = 0;
	reg m_clk = 0;
	reg m_stb = 0;   
	reg m_oe = 0;
	reg[3:0] row = 0;
	reg[5:0] col = 0;
	reg[4:0] iStep = 0;
	reg[7:0] matrix_data[0:0][31:0][63:0][2:0];
	wire[31:0][63:0][2:0][7:0] received_matrix_data;   
	reg current_buffer = 0;   
	reg[7:0] pwm_counter = 0;
	reg[7:0] brightness_counter = 0;
	reg[17:0] brightness_timer = 0;
	always @(posedge clk) begin
		pwm_counter <= pwm_counter + 1;
		brightness_timer <= brightness_timer + 1;
		if (brightness_timer == 0) begin
			brightness_counter <= brightness_counter + 1;
		end
		case(iStep)
			0:   
			begin
				col <= 0;
				m_A <= row[0];
				m_B <= row[1];
				m_C <= row[2];
				m_D <= row[3];
				m_oe <= 1;   
				iStep <= 10;
			end
			10:   
			begin
				m_R1 <= (matrix_data[current_buffer][row][col][0] > pwm_counter);
				m_G1 <= (matrix_data[current_buffer][row][col][1] > pwm_counter);
				m_B1 <= (matrix_data[current_buffer][row][col][2] > pwm_counter);
				m_R2 <= (matrix_data[current_buffer][row+16][col][0] > pwm_counter);
				m_G2 <= (matrix_data[current_buffer][row+16][col][1] > pwm_counter);
				m_B2 <= (matrix_data[current_buffer][row+16][col][2] > pwm_counter);
				m_clk <= !m_clk;
				if (m_clk == 1) begin
					if (col >= 63) begin
						iStep <= 20;
						m_R1 <= 0;
						m_G1 <= 0;
						m_B1 <= 0;
						m_R2 <= 0;
						m_G2 <= 0;
						m_B2 <= 0;
					end
					col <= col + 1;
				end
			end
			20:   
			begin
				m_stb <= !m_stb;   
				iStep <= 30;
			end
			30:   
			begin
				m_oe <= 0;
				row <= row + 1;
				iStep <= 0;
			end
			default: iStep <= 0;
		endcase
		matrix_data[0][0][0][0] <= 1;
		matrix_data[0][0][1][0] <= 5;
		matrix_data[0][0][2][0] <= 10;
		matrix_data[0][0][3][0] <= 15;
		matrix_data[0][0][4][0] <= 20;
		matrix_data[0][0][5][0] <= 25;
		matrix_data[0][0][6][0] <= 30;
		matrix_data[0][0][7][0] <= 35;
		matrix_data[0][0][8][0] <= 40;
		matrix_data[0][0][9][0] <= 45;
		matrix_data[0][0][10][0] <= 50;
		matrix_data[0][0][11][0] <= 60;
		matrix_data[0][0][12][0] <= 70;
		matrix_data[0][0][13][0] <= 80;
		matrix_data[0][0][14][0] <= 90;
		matrix_data[0][0][15][0] <= 100;
		matrix_data[0][0][16][0] <= 110;
		matrix_data[0][0][17][0] <= 120;
		matrix_data[0][0][18][0] <= 130;
		matrix_data[0][0][19][0] <= 140;
		matrix_data[0][0][20][0] <= 150;
		matrix_data[0][0][21][0] <= 160;
		matrix_data[0][0][22][0] <= 170;
		matrix_data[0][0][23][0] <= 180;
		matrix_data[0][0][24][0] <= 190;
		matrix_data[0][0][25][0] <= 200;
		matrix_data[0][0][26][0] <= 210;
		matrix_data[0][0][27][0] <= 220;
		matrix_data[0][0][28][0] <= 230;
		matrix_data[0][0][29][0] <= 240;
		matrix_data[0][0][30][0] <= 250;
		matrix_data[0][0][31][0] <= 255;
		matrix_data[0][0][32][0] <= 1;
		matrix_data[0][0][33][0] <= 2;
		matrix_data[0][0][34][0] <= 3;
		matrix_data[0][0][35][0] <= 4;
		matrix_data[0][0][36][0] <= 5;
		matrix_data[0][0][37][0] <= 6;
		matrix_data[0][0][38][0] <= 7;
		matrix_data[0][0][39][0] <= 8;
		matrix_data[0][0][40][0] <= 9;
		matrix_data[0][0][41][0] <= 10;
		matrix_data[0][0][42][0] <= 11;
		matrix_data[0][16][0][1] <= 10;
		matrix_data[0][16][1][1] <= 20;
		matrix_data[0][16][2][1] <= 30;
		matrix_data[0][16][3][1] <= 40;
		matrix_data[0][16][4][1] <= 50;
		matrix_data[0][16][5][1] <= 60;
		matrix_data[0][0][63][0] <= brightness_counter;
		matrix_data[0][1][63][1] <= brightness_counter;
		matrix_data[0][2][63][2] <= brightness_counter;
	end
	SPISlave spi(
		.clk(clk),
		.sck(pin3_sn),
		.cs(pin10_sda),
		.mosi(pin4_mosi),
		.miso(pin11_scl),
		.received_data(received_matrix_data));
	assign pin1 = 1'bz;
	assign pin2 = m_R1;
	assign pin5 = m_G1;
	assign pin6 = m_B1;
	assign pin7_done = m_R2;
	assign pin8_pgmn = m_G2;
	assign pin9_jtgnb = m_B2;
	assign pin19_sclk = m_A;
	assign pin20_miso = m_B;
	assign pin16 = m_C;
	assign pin17 = m_D;
	assign pin18_cs = m_clk;
	assign pin21 = m_stb;
	assign pin22 = m_oe;
endmodule
File: flow/run.sh
#!/bin/bash
# OpenROAD 26Q1-2900-gdf79404cd8, Yosys 0.63+post, stock flow scripts
make -C /OpenROAD-flow-scripts/flow DESIGN_CONFIG=/design/flow/config.mk WORK_HOME=/design/flow/orfs finish
==> flow_metrics.py <==
# Physical implementation metrics
metrics = {
    "die": {
        "rows": 27,
        "chipWidth_um": 77.3,
        "core_sq_um": 5470,
        "fp_util": 0.518,
        "die_y_um": 77.3,
        "chip_area_sq_um": 5980,
        "design.portCount": 26,
    },
    "clock_tree": {
        "hold_buffers": 0,
        "clk_latency_ns": 0.33,
        "cts_buffers": 9,
        "cts.htree.levels": 3,
        "clkSinkCount": 71,
        "ctsResizeCount": 0,
        "cts.clk_slew.worst_paths_ns": 0.07,
        "root_buffer": "clkbuf_8",
        "post_cts_buffers": 0,
        "cts_tree": "done",
        "clock_path_buffers": 2,
    },
    "setup_path": {
        "path_class": "reg2out",
        "crit_fanout": 14,
        "cp_cell_sequence": "inv_1 > ha_1 > or3b_1 > a21o_1 > a211oi_2 > a31oi_1 > nor4_2 > clkdlybuf4s50_1",
        "slowest_stage": "edfxtp_1",
        "path_buffers": 2,
        "cpPeakStageDelay_ns": 0.62,
        "r2r-start": "miso_ii[0]$_SDFFCE_PN0P_",
        "end_kind": "output port",
        "reg2reg_depth": 7,
        "r2r-end": "miso_ii[4]$_SDFFCE_PN0P_",
        "crit_family": "buffers and inverters",
        "cp-start-kind": "flip-flop",
        "worst_ep_required_time_ns": 3.84,
        "critPathArrivalTime_ns": 3.07,
        "ff2ff_setup_slack_ns": 2.34,
    },
    "grt": {
        "overflow": 0,
        "track_usage": 0.167,
        "grt_pass1_wl_um": 7000,
        "grt_max_degree": 23,
        "grt_pass1_vias": 1461,
        "antenna_found_initial": 0,
    },
    "placement": {
        "port_buffers": 25,
        "dp_slack_ns": 1.11,
        "postPlaceCellArea_sq_um": 3210,
        "place_inst": 284,
        "hpwl_um": 2770,
        "gp_congestion": 0.879,
    },
    "drt": {
        "vias": 1461,
        "antennaDiodeCount": 0,
        "antenna_left": 0,
        "avgViaCountPerCell": 4.87,
        "drt_first_pass_iters": 4,
        "wl_per_cell_um": 13.9,
        "wl_um": 4160,
        "route.detailed.drc": 0,
        "drt-initial-drc-count": 53,
    },
    "yosys": {
        "synthAdderAreaFrac": 0.0176,
        "logic_family": "simple AND/OR/NAND/NOR gates",
        "synthesis.area_sq_um": 2840,
        "postSynthCellCount": 178,
        "ys_sh_xor": 0.0243,
        "ys.flop_type": "edfxtp_1",
        "mux_share": 0.0534,
        "top_area_cell": "edfxtp_1",
        "avgSynthCellArea_sq_um": 15.9,
        "synth_flops": 71,
        "ys_seq_frac": 0.723,
        "ys_cells": 178,
        "area_leaders": "edfxtp_1 67%, dfxtp_1 5.6%, and2_1 4.6%, mux4_2 3.2%, ha_1 1.8%",
        "top_area_frac": 0.667,
        "yosys_warnings": 2,
        "edf_count": 63,
        "ys_area_sq_um": 2840,
        "synthAoiAreaFrac": 0.0357,
        "postSynth.asyncResetShare": 0,
        "simple_gate_share": 0.121,
        "ys_types": 43,
    },
    "timing": {
        "min_period_ns": 4.03,
        "max_freq_ghz": 0.248,
        "slew_headroom": 0.466,
        "clock_skew_ns": 0.00262,
        "finalClockPeriodUsage": 0.839,
        "hold_violations": 0,
        "rsz0062_at_grt": "false",
        "tns_ns": 0,
        "final_max_slew_viol_count": 0,
        "fin_hold_ws_ns": 0.330,
        "worst_pin_slew_ns": 0.798,
        "setup_viol_count_final": 0,
        "setup_ws_ns": 0.771,
    },
    "finish": {
        "fillers": 412,
        "fin_cells": 300,
        "final_cell_area_sq_um": 3410,
        "finish.utilization": 0.623,
        "drive_gt1_frac": 0.127,
        "syn2layout_area_growth_pct": 20.1,
        "reg.largest.list": "_received_data: 21 flops, data: 21 flops, miso_ii: 21 flops",
    },
    "flow_run": {
        "warnings": 27,
        "drv_cap": 0,
    },
    "power": {
        "p_total_mw": 1.30,
        "peakVddDrop_uv": 298,
        "powerDensity_nw_per_um2": 383,
        "p_leak_nw": 1.24,
    },
    "min_path": {
        "min_to": "cs_reg[1]$_DFF_P_",
        "hold_start": "cs_reg[0]$_DFF_P_",
        "hp-class": "reg2reg",
        "worstHoldPathCells": 0,
    },
    "outcome": {
        "status": "finished, final reports clean",
    },
}
[worst max path at each step]
stage                   to  slack, ns                     start  cells after the start
after CTS             miso       0.73  miso_ii[0]$_SDFFCE_PN0P_                      8
after global routing  miso       0.54  miso_ii[0]$_SDFFCE_PN0P_                      8
final                 miso       0.77  miso_ii[0]$_SDFFCE_PN0P_                      8
[cells by family (layout without fill, tap and decap cells)]
| kind of cell | count (synthesis) | after routing |
|---|---|---|
| fa+ha+maj | 4 | 4 |
| buf+inv | 14 | 49 |
| simple gates | 58 | 58 |
| mux | 10 | 10 |
| other cells | 1 | 16 |
| compound gates | 13 | 13 |
| flops | 71 | 71 |
| xor+xnor | 7 | 7 |
[cells in the mapped netlist, types with 2 or more instances]
cell type / n
inv_1: 6
nor2_1: 9
dfxtp_1: 8
xor2_1: 2
xnor2_1: 4
nand2_1: 3
and2_1: 21
or2_2: 2
buf_2: 3
nand3_1: 6
mux4_2: 4
or4_1: 2
o31ai_1: 2
o21ai_0: 3
nor3_1: 2
clkbuf_1: 3
edfxtp_1: 63
nor4_1: 3
mux2i_1: 5
ha_1: 4
[final cells by class]
type / instances / area (sq um) / share of cell area
clock inverters: 3 / 20.0 / 0.00588
multi-input cells: 108 / 776 / 0.228
flip-flops and latches: 71 / 2050 / 0.602
repair buffers: 27 / 265 / 0.0779
clock buffers: 13 / 181 / 0.0533
well taps: 72 / 90.1 / 0.0264
inverters: 6 / 22.5 / 0.00661
[placed cells by master (no fill, tap or decap), types with 2 or more instances in the layout]
| master | instances |
|---|---|
| o31ai_1 | 2 |
| inv_1 | 6 |
| mux4_2 | 4 |
| mux2i_1 | 5 |
| or4_1 | 2 |
| o21ai_0 | 3 |
| or2_2 | 2 |
| edfxtp_1 | 63 |
| nor3_1 | 2 |
| and2_1 | 21 |
| clkbuf_8 | 9 |
| nand2_1 | 3 |
| buf_4 | 2 |
| xor2_1 | 2 |
| xnor2_1 | 4 |
| dfxtp_1 | 8 |
| clkbuf_1 | 2 |
| clkbuf_16 | 2 |
| conb_1 | 16 |
| nand3_1 | 6 |
| clkdlybuf4s50_1 | 25 |
| nor2_1 | 9 |
| ha_1 | 4 |
| nor4_1 | 3 |
[power breakdown]
| group | internal, mW | leakage, nW | total, mW | switching [mW] |
|---|---|---|---|---|
| Combinational | 0.0525 | 0.447 | 0.103 | 0.0502 |
| Sequential | 0.715 | 0.687 | 0.741 | 0.0257 |
| Clock | 0.252 | 0.105 | 0.459 | 0.207 |
| Total | 1.02 | 1.24 | 1.30 | 0.283 |
[per-layer routing]
| layer | vias up | wire [um] | global-route usage |
|---|---|---|---|
| li1 | 733 | - | - |
| met2 | 37 | 1880 | 0.221 |
| met4 | 0 | 41 | 0.0377 |
| met3 | 6 | 209 | 0.0459 |
| met1 | 685 | 2030 | 0.321 |
| met5 | - | 0 | 0 |
Power is estimated from default activity; no workload was simulated.
